[flow/constraint.sdc]
current_design processor

set clk_period 20.4
set clk_io_pct 0.2

create_clock -name clk0 -period $clk_period [get_ports {clock}]

set non_clock_inputs [all_inputs -no_clocks]
set_input_delay [expr $clk_period * $clk_io_pct] -clock clk0 $non_clock_inputs
set_output_delay [expr $clk_period * $clk_io_pct] -clock clk0 [all_outputs]
[flow/design.v]
module counter(clock, clear, out);
    input clear;
    input clock;
    output reg [1:0] out;
    always @(posedge clock)
        begin
            if(clear == 1)
                out <= 2'b00;
            else
                out <= out + 1'b1;
        end
endmodule
module unidControle (
    input [15:0] instrucao,
    input resetn,
    input [1:0] step,
    output reg [2:0] OpSelect,
    output reg [7:0] reg_enable,
    output reg A_enable,
    output reg R_enable,
    output reg clear,
    output reg [3:0] selReg,
    output reg bus_enable,
    output reg pc_enable,      
    output reg pc_load,        
    output reg halt,           
    input [15:0] mux_out       
);
wire [2:0] opcode;
wire [2:0] RX;
wire [2:0] RY;
decodificador decode (instrucao, opcode, RX, RY);
wire [7:0] RX_decoded;
decode_reg reg_decoder (RX, RX_decoded);
parameter ADD = 3'b000;
parameter SUB = 3'b001;
parameter NAN = 3'b010;
parameter HLT = 3'b011;  
parameter OUT = 3'b100;
parameter LDI = 3'b101;
parameter BNE = 3'b110;
parameter REP = 3'b111;
always @(*) begin
    OpSelect = 3'b000;
    reg_enable = 8'b00000000;
    A_enable = 1'b0;
    R_enable = 1'b0;
    selReg = 4'b0000;
    bus_enable = 1'b0;
    pc_enable = 1'b0;
    pc_load = 1'b0;
    halt = 1'b0;           
    if(resetn == 1'b1) begin
        clear = 1;  
    end else begin
        clear = 0;
        if(opcode == HLT) begin
            halt = 1'b1;   
        end else begin
            case(step)
                2'b00: begin
                end
                2'b01: begin
                    case(opcode)
                        ADD, SUB, NAN: begin
                            selReg = {1'b0, RX};  
                            A_enable = 1'b1;      
                        end
                        OUT: begin
                            selReg = {1'b0, RX};  
                        end
                        BNE: begin
                            selReg = {1'b0, RX};  
                        end
                    endcase
                end
                2'b10: begin
                    case(opcode)
                        ADD, SUB, NAN: begin
                            selReg = {1'b0, RY};  
                            OpSelect = opcode;   
                            R_enable = 1'b1;     
                        end
                        REP: begin
                            selReg = {1'b0, RY};  
                            OpSelect = REP;      
                            R_enable = 1'b1;    
                        end
                        LDI: begin
                            selReg = 4'b1000;     
                            OpSelect = REP;       
                            R_enable = 1'b1;     
                        end
                        OUT: begin
                            selReg = {1'b0, RX};
                        end
                        BNE: begin
                            selReg = {1'b0, RX};  
                        end
                    endcase
                end
                2'b11: begin
                    case(opcode)
                        ADD, SUB, NAN, REP, LDI: begin
                            reg_enable = RX_decoded;  
                            selReg = 4'b1001;         
                            pc_enable = 1'b1;         
                            pc_load = 1'b0;           
                        end
                        OUT: begin
                            selReg = {1'b0, RX};   
                            bus_enable = 1'b1;
                            pc_enable = 1'b1;         
                            pc_load = 1'b0;           
                        end
                        BNE: begin
                            selReg = {1'b0, RX};      
                            pc_enable = 1'b1;         
                            pc_load = (mux_out == 16'b0) ? 1'b1 : 1'b0; 
                        end
                    endcase
                end
            endcase
        end
    end
end
endmodule
module registrador (
    input clock,
    input enable,
    input [15:0] entrada,
    output reg [15:0] saida
);
    always @(posedge clock) begin
        if (enable)
            saida <= entrada;
    end
endmodule
module extensor_sinal (
    input [15:0] instrucao,
    output reg [15:0] imediato
);
    always @(*) begin
        if (instrucao[9])
            imediato = {6'b111111, instrucao[9:0]};
        else
            imediato = {6'b000000, instrucao[9:0]};
    end
endmodule
module multiplexador (
    input [15:0] r0,
    input [15:0] r1,
    input [15:0] r2,
    input [15:0] r3,
    input [15:0] r4,
    input [15:0] r5,
    input [15:0] r6,
    input [15:0] r7,
    input [15:0] R,
    input [15:0] imm,
    input [3:0] sel,
    output reg [15:0] saida
);
    always @(*) begin
        case (sel)
            4'b0000: saida = r0;
            4'b0001: saida = r1;
            4'b0010: saida = r2;
            4'b0011: saida = r3;
            4'b0100: saida = r4;
            4'b0101: saida = r5;
            4'b0110: saida = r6;
            4'b0111: saida = r7;
            4'b1000: saida = imm;
            4'b1001: saida = R;
            default: saida = 16'b0;
        endcase
    end
endmodule
module ULA (
    input [15:0] A,
    input [15:0] B,
    input [2:0] OpSelect,
    output reg [15:0] Resul
);
    always @(*) begin
        case (OpSelect)
            3'b000: Resul = A + B;     
            3'b001: Resul = A - B;     
            3'b010: Resul = ~(A & B);  
            3'b111: Resul = B;   
            default: Resul = 16'b0;      
        endcase
    end
endmodule
module decodificador (
    input [15:0] instrucao,
    output wire [2:0] opcode,
    output wire [2:0] RX,
    output wire [2:0] RY
);
    assign opcode = instrucao [15:13];
    assign RX = instrucao [12:10];
    assign RY = instrucao [9:7];
endmodule
module decode_reg (
    input [2:0] reg_num,
    output reg [7:0] output_reg
);
    always @(*) begin
        case(reg_num)
            3'b000: output_reg = 8'b10000000;  
            3'b001: output_reg = 8'b01000000;  
            3'b010: output_reg = 8'b00100000;  
            3'b011: output_reg = 8'b00010000;  
            3'b100: output_reg = 8'b00001000;  
            3'b101: output_reg = 8'b00000100;  
            3'b110: output_reg = 8'b00000010;  
            3'b111: output_reg = 8'b00000001;  
        endcase
    end
endmodule
module program_counter(
    input clock,
    input clear,
    input enable,
    input load,
    input [15:0] new_pc,
    output reg  [15:0] pc_out
);
always @(posedge clock) begin
        if (clear) begin
            pc_out <= 16'b0;   
        end else if (enable) begin
            if (load)
                pc_out <= new_pc;       
            else
                pc_out <= pc_out + 1;   
        end
    end
endmodule
module instruction_memory (
    input [15:0] address,
    output reg [15:0] instruction
);
    always @(*) begin
        case (address)
            16'h0000: instruction = 16'b101_001_0000000111;  
            16'h0001: instruction = 16'b101_010_0000001001;  
            16'h0002: instruction = 16'b101_011_0000000000;  
            16'h0003: instruction = 16'b101_100_0000000001;  
            16'h0004: instruction = 16'b101_000_0000000000;  
            16'h0005: instruction = 16'b110_001_0000000100;  
            16'h0006: instruction = 16'b000_011_010_0000000;  
            16'h0007: instruction = 16'b001_001_100_0000000;  
            16'h0008: instruction = 16'b110_000_1111111101;  
            16'h0009: instruction = 16'b100_011_0000000000;  
            16'h000A: instruction = 16'b011_000_0000000000;  
            default: instruction = 16'b000_000_000_0000000;    
        endcase
    end
endmodule
module processor (
    input clock,
    input resetn,
    output wire [15:0] bus,
    output wire halt     
);
    wire [2:0] OpSelect;
    wire [7:0] reg_enable;
    wire A_enable, R_enable, clear, bus_enable;
    wire [3:0] selReg;
    wire [1:0] step;
    wire [15:0] r0_out, r1_out, r2_out, r3_out, r4_out, r5_out, r6_out, r7_out;
    wire [15:0] A_out, R_out, imm;
    wire [15:0] mux_out;
    wire [15:0] ula_out;
    wire [15:0] pc_out;
    wire [15:0] instruction;
    wire pc_enable, pc_load;
    wire [15:0] new_pc;
    counter contador (.clear(clear), .clock(clock), .out(step));
    program_counter pc (
        .clock(clock), 
        .clear(resetn), 
        .enable(pc_enable), 
        .load(pc_load), 
        .new_pc(new_pc), 
        .pc_out(pc_out)
    );
    instruction_memory mem (
        .address(pc_out), 
        .instruction(instruction)
    );
    assign new_pc = pc_out + imm;
    unidControle UDC (
        .instrucao(instruction),
        .resetn(resetn), 
        .step(step), 
        .OpSelect(OpSelect), 
        .reg_enable(reg_enable),
        .A_enable(A_enable), 
        .R_enable(R_enable), 
        .clear(clear), 
        .selReg(selReg), 
        .bus_enable(bus_enable),
        .pc_enable(pc_enable),
        .pc_load(pc_load),
        .halt(halt),               
        .mux_out(mux_out)
    );
    registrador r0 (clock, reg_enable[7], mux_out, r0_out);
    registrador r1 (clock, reg_enable[6], mux_out, r1_out);
    registrador r2 (clock, reg_enable[5], mux_out, r2_out);
    registrador r3 (clock, reg_enable[4], mux_out, r3_out);
    registrador r4 (clock, reg_enable[3], mux_out, r4_out);
    registrador r5 (clock, reg_enable[2], mux_out, r5_out);
    registrador r6 (clock, reg_enable[1], mux_out, r6_out);
    registrador r7 (clock, reg_enable[0], mux_out, r7_out);
    registrador A (clock, A_enable, mux_out, A_out);
    registrador R (clock, R_enable, ula_out, R_out);
    extensor_sinal extensor (.instrucao(instruction), .imediato(imm));
    multiplexador mux(
        r0_out, r1_out, r2_out, r3_out,
        r4_out, r5_out, r6_out, r7_out,
        R_out, imm, selReg, mux_out
    );
    ULA ula (A_out, mux_out, OpSelect, ula_out);
    assign bus = (bus_enable) ? mux_out : 16'hZZZZ;
endmodule
[flow/config.mk]
export PLATFORM = sky130hd
export DESIGN_NAME = processor
export DESIGN_NICKNAME = processor
export VERILOG_FILES = /design/flow/design.v
export SDC_FILE = /design/flow/constraint.sdc
export NUM_CORES = 4
export LEC_CHECK = 1
export CORE_UTILIZATION = 40
[flow/run.sh]
#!/bin/bash
# OpenROAD 26Q1-2900-gdf79404cd8, Yosys 0.63+post, stock flow scripts
make -C /OpenROAD-flow-scripts/flow DESIGN_CONFIG=/design/flow/config.mk WORK_HOME=/design/flow/orfs finish
==> metrics.yaml <==
finalCriticalPeriod_ns: 11.83
switching_share_pct: 25.3
vias_per_cell: 5.76
fin_worst_skew_ns: 0.0177
yosys_area_um2: 9920
crit_chain: "clkdlybuf4s50_1 > buf_4 > nor2_1 > and2_1 > o21ai_4 > buf_4 > nand3_1 > o22ai_1 > a311o_1 > clkdlybuf4s50_1"
clk_pin_slew_ns: 0.07
globalplace.congestion: 0.913
crit_type: "in2out"
holdCritPathClass: "reg2reg"
grt_pass1_wl_um: 40400
edf_count: 160
cts-htree-levels: 4
openroad.warnings: 36
drtIter0Drc: 482
cts_resized: 0
p_seq_share_pct: 52.2
hold_end: "contador.out[0]$_SDFF_PP0_"
wl_um: 26300
rsz0062_at_grt: "false"
hold_depth: 1
p_leak_nw: 3.85
async_flop_share_pct: 0
cts_buffers: 17
gr-total-overflow: 0
reg2reg_to: "pc.pc_out[15]$_SDFFE_PP0P_"
num_io_pins: 19
ant_nets: 0
core_area_um2: 24300
cap_violations: 0
cp.required_ns: 16.32
worst-path-buf-inv: 4
cp_max_fo: 46
worst_skew_pair.late_latency_ns: 0.44
detail_route.antenna_diodes: 0
rows: 57
finalCritPeriodShare_pct: 58.0
hpwl_um: 17200
slew_violations: 0
ys_seq_share_pct: 54.7
status: "finished clean"
port_buffers: 18
wl_per_cell_um: 21.7
antenna_found_initial: 0
synth_cells: 849
ys_cells: 849
internal_power_uw: 614
r2r_setup_slack_ns: 12.64
grt_pass1_vias: 6895
top_area_cell: "edfxtp_1"
final.setup.tns_ns: 0
r2r-start: "pc.pc_out[10]$_SDFFE_PP0P_"
cellPowerDensity_nw_per_um2: 73.6
die_h_um: 160
syn_avg_cell_area_um2: 11.7
yosysUniqueCellTypes: 88
vias: 6983
cp_slowest_cell: "clkdlybuf4s50_1"
grt_max_degree: 47
setup_viol: 0
postCtsSetupBuffers: 0
netlist_top_cells_area: "edfxtp_1, dfxtp_1, ha_1"
worstRegToRegCells: 27
final_cell_area_um2: 11200
die_w_um: 160
grt_use_total_pct: 22.3
cts_root_buffer: "clkbuf_16"
synth.cell_area_um2: 9920
area_growth_pct: 12.5
worstPathArrival_ns: 7.75
slowest_delay_ns: 0.59
clk_path_buf_depth: 2
worst_pin_slew_ns: 0.827
worst_setup_path_end_kind: "output port"
ys_ff: 191
ir_drop_mv: 0.0487
cts_tree: "yes"
start_kind: "input pin"
cpLargestDelayFamily: "buffers and inverters"
hold_violations: 0
synth-main-ff-cell: "edfxtp_1"
p_comb_share_pct: 6.9
clock_power_share_pct: 40.9
hold_buffers: 0
die_area_um2: 25400
drive_above_1_share_pct: 11.3
max_slew_margin_pct: 44.7
dpl_cell_area_um2: 10600
min_from: "contador.out[0]$_SDFF_PP0_"
drc: 0
netlist.area_leader.share_pct: 48.4
p_switching_uw: 208
clock-sinks: 191
yosys_warnings: 10
first_pass_iters: 7
fmax_mhz: 84.5
floorplan.core_util_pct: 40.8
[cells by family (layout without fill, tap and decap cells)]
group                    after synthesis  after routing  synth area share [%]
AND/OR/NAND/NOR                      248            248                  13.6
adder cells (fa/ha/maj)               46             46                  5.95
XOR/XNOR                              36             36                  3.18
AND-OR/OR-AND                        243            243                  17.5
buffers and inverters                 65            104                  3.05
flip-flops                           191            191                  54.7
multiplexers                          20             20                  2.03
[stage by stage]
stage          std cells  worst slack [ns]  power (mW)  hold WS, ns  utilization (%)
2_1_floorplan        849             10.52       0.476        0.433                -
3_3_place_gp        1180              8.67       0.494        0.457             43.4
3_5_place_dp        1180              8.64       0.494        0.463             43.4
4_1_cts             1212              8.64       0.824        0.482             45.9
5_1_grt             1212              8.42       0.846        0.514             45.9
6_report            1212              8.57       0.821        0.482             45.9
[registers in the layout, summed over array words and instances, names as in the netlist, named ones only]
signal and cells:
R.saida 16, r5.saida 16, r7.saida 16, r6.saida 16, r4.saida 16, r2.saida 16
contador.out 2, r0.saida 16, pc.pc_out 16, A.saida 16, r3.saida 16, r1.saida 16
[power groups by stage]
stage	clock network, mW	registers [mW]	logic [mW]
4_1_cts	0.339	0.429	0.0569
5_1_grt	0.354	0.429	0.0628
6_report	0.336	0.429	0.0570
[worst max path at each step]
stage,cells past startpoint,from,slack [ns],endpoint
after CTS,10,resetn,8.64,bus[2]
after global routing,10,resetn,8.42,bus[2]
final,10,resetn,8.57,bus[2]
[synth_stat cells (15+ instances only)]
cell type,number
o21ai_0,30
nand2_1,56
clkbuf_1,15
mux2i_1,19
nor3_1,22
xnor2_1,20
a21oi_1,67
edfxtp_1,160
nor2_1,67
o22ai_1,17
a22oi_1,28
ha_1,44
inv_1,26
xor2_1,16
dfxtp_1,31
nand3_1,16
[cells in the final DEF (no fill, tap or decap), types with 6 or more instances in the layout]
cell | netlist | final
a21o_1 | 13 | 13
a21oi_1 | 67 | 67
a221o_1 | 11 | 11
a221oi_1 | 6 | 6
a22oi_1 | 28 | 28
a31oi_1 | 8 | 8
and2_1 | 6 | 6
and3_1 | 6 | 6
buf_4 | 2 | 26
clkbuf_16 | 0 | 17
clkdlybuf4s50_1 | 0 | 18
dfxtp_1 | 31 | 31
edfxtp_1 | 160 | 160
ha_1 | 44 | 44
inv_1 | 26 | 26
mux2i_1 | 19 | 19
nand2_1 | 56 | 56
nand2b_1 | 6 | 6
nand3_1 | 16 | 16
nand4_1 | 11 | 11
nor2_1 | 67 | 63
nor2b_1 | 9 | 9
nor3_1 | 22 | 20
nor4_1 | 6 | 6
o21ai_0 | 30 | 30
o22ai_1 | 17 | 17
or3_1 | 7 | 7
xnor2_1 | 20 | 20
xor2_1 | 16 | 16
[area by class of cell]
| class | instances | area, um^2 |
|---|---|---|
| Fill cell | 2155 | 13200 |
| Clock buffer | 17 | 425 |
| Timing Repair Buffer | 44 | 375 |
| Tap cell | 324 | 405 |
| Sequential cell | 191 | 5430 |
| Clock inverter | 15 | 178 |
| Multi-Input combinational cell | 593 | 4250 |
| Inverter | 28 | 105 |
[per-layer routing]
metal  up-vias  GRT usage, %  routed length, um
met5         -             0                  0
met4         0          3.28                408
met3        22          10.3               2780
met2       284          32.7              11900
met1      3338          32.9              11300
li1       3339             -                  -
No activity file was given, so power comes from the tool's default toggle rates.
